### design/flow/run.sh
#!/bin/bash
# OpenROAD 26Q1-2900-gdf79404cd8, Yosys 0.63+post, stock flow scripts
make -C /OpenROAD-flow-scripts/flow DESIGN_CONFIG=/design/flow/config.mk WORK_HOME=/design/flow/orfs finish
### design/flow/config.mk
export PLATFORM = sky130hd
export DESIGN_NAME = finite_state_machine
export DESIGN_NICKNAME = finite_state_machine
export VERILOG_FILES = /design/flow/design.v
export SDC_FILE = /design/flow/constraint.sdc
export NUM_CORES = 4
export LEC_CHECK = 1
export CORE_AREA = 10 10 70 70
export DIE_AREA = 0 0 80 80
### design/flow/constraint.sdc
current_design finite_state_machine

set clk_period 1.0
set clk_io_pct 0.2

create_clock -name clk0 -period $clk_period [get_ports {clk100_i}]

set non_clock_inputs [all_inputs -no_clocks]
set_input_delay [expr $clk_period * $clk_io_pct] -clock clk0 $non_clock_inputs
set_output_delay [expr $clk_period * $clk_io_pct] -clock clk0 [all_outputs]
### design/flow/design.v
module finite_state_machine(
    input               clk100_i,
    input       [3:0]   abcd,
    input               rstn_i,
    output reg  [1:0]   current_state
);
localparam FIRST_STATE  = 2'b00;
localparam SECOND_STATE = 2'b01;
localparam THIRD_STATE  = 2'b10;
localparam FOURTH_STATE = 2'b11;
wire a,b,c,d;
assign a = abcd[3];
assign b = abcd[2];
assign c = abcd[1];
assign d = abcd[0];
reg [1:0] next_state = 0;
always @( * ) begin
    case( current_state )
        FIRST_STATE  :  if ( a )      next_state <= THIRD_STATE;
                        else if ( b ) next_state <= SECOND_STATE;
                        else if ( c ) next_state <= FOURTH_STATE;
        SECOND_STATE :  if ( a )      next_state <= THIRD_STATE;
        THIRD_STATE  :  if ( c )      next_state <= FOURTH_STATE;
        FOURTH_STATE :  if ( b )      next_state <= FIRST_STATE;
        default      :  next_state <= FIRST_STATE;
    endcase
end
always @( posedge clk100_i or negedge rstn_i )
begin
  if( !rstn_i )  
    current_state <= FIRST_STATE;
  else
    current_state <= next_state;
end
endmodule
==> results_dict.tcl <==
# place-and-route summary
set metrics [dict create \
    tritoncts "done" \
    layout.core_utilization_pct 10.3 \
    cap_viol_max_count 0 \
    floorplan_utilization_pct 5.35 \
    fmax_mhz 1040 \
    clock_tree.htree_level_count 1 \
    ir_worst_vdd_uv 169 \
    drive_gt1_share_pct 21.9 \
    hp-class "primary input to async pin" \
    clock_path_buffers 2 \
    synth_stat.cells 19 \
    endpoints_left_unconstrained 4 \
    finalHoldViolCount 0 \
    finalCritPeriodShare_pct 96.2 \
    clkSlewWorstSetupHoldPaths_ns 0.03 \
    cp.buffers_inverters 1 \
    worst_setup_path_start_kind "flip-flop" \
    critical_path_required_ns 0.80 \
    ys.warnings.count 1 \
    ys.flops 4 \
    global_route.usage.total_pct 1.71 \
    netlist-cell-type-count 9 \
    synth_area_per_cell_um2 9.61 \
    setup_repair_after_global_routing_missed_its_margin "false" \
    drc_violation_count_after_routing 0 \
    post_synth_instance_area_um2 183 \
    dieHeight_um 80 \
    power.total_w 0.000303 \
    ff_type "dlxtn_1" \
    leakage_nw 0.161 \
    finalHoldWorstSlack_ns 0.137 \
    antenna_cells_inserted 0 \
    critical_path.max_fanout 2 \
    period_minus_slack_ns 0.962 \
    max_slew.worst_pin.slew_ns 0.164 \
    outcome "completed" \
    holdBufCountCts 0 \
    power-per-cell-area_mw_per_mm2 859 \
    post-synth-top-area-fraction_pct 27.4 \
    via_count_of_the_first_global_routing_pass 197 \
    full_die_area_mm2 0.00640 \
    finalWeightedCongestion 0.661 \
    criticalPathCategory "flip-flop to output pin" \
    timing.critical_path.to_type "output pin" \
    fillers 403 \
    drt_iter0_drc 5 \
    setup_total_negative_slack_ns 0 \
    grt.met3_usage_pct 1.93 \
    placeableCoreArea_mm2 0.00342 \
    critPathArrivalTime_ns 0.76 \
    stage_log_warnings 29 \
    yosys-stat-area_um2 183 \
    vias 164 \
    vias_per_cell 2.10 \
    stdcell_area_um2 353 \
    die-width_um 80 \
    critPathLaunch "current_state[1]$_DFF_PN0_" \
    cts-root-buf "clkbuf_4" \
    first_pass_iters 2 \
    globalRoute.totalOverflow 0 \
    synth-async-reset-ratio_pct 50.0 \
    cpMaxStageDelayCell "dfrtp_1" \
    row_count 21 \
    routed_wl_um 483 \
    gr-usage-met1_pct 1.73 \
    maxSlewHeadroom_pct 89.1 \
    cp_peak_stage_delay_ns 0.36 \
    report.final.slew_viol_count 0 \
    timing.critical_path.cells "clkdlybuf4s15_1" \
    syn2layout_area_growth_pct 93.2 \
    unclocked_regs 2 \
    critical_path_depth 1 \
    area_leaders "dfrtp_1, ha_1, dlxtn_1, inv_1, a31oi_1" \
    critical_path.top_delay_family "flip-flops" \
    grt_pass1_wl_um 862 \
    grt.busiest_layer "met2" \
    ioPinCount 8 \
    setup_viol_count_final 0 \
    post_drt_wl_per_cell_um 6.19 \
    port-buffer-count 6 \
    grt_antenna_before_repair 0 \
    use_met2_pct 2.09 \
    netlist.top_cell.by_area "dfrtp_1" \
    synth.cells.most_frequent "ha_1, inv_1" \
    dpl-instance-area_um2 315 \
    grt_start_max_net_pins 6 \
    syn_inst 19 \
    number_of_enable_flip_flop_cells 0 \
    antenna_violating_nets_post_route 0 \
    tritoncts.num_buffers 3 \
]
[where the power goes]
part / internal [W] / switching, W / total, W
Clock: 0.000133 / 0.0000477 / 0.000180
Combinational: 0.0000219 / 0.0000130 / 0.0000349
Sequential: 0.0000871 / 0.000000771 / 0.0000879
[sequential cells by signal, indices dropped and copies added (netlist names)]
signal,cells
current_state,2
next_state,2
[metal layers]
metal	routed length, um	up-vias
met1	176	65
met4	13	0
met3	151	2
met2	141	9
met5	0	-
li1	-	88
[through the flow]
step           instances  worst slack (ns)
2_1_floorplan         19             0.434
3_3_place_gp          73           0.00884
3_5_place_dp          73           0.00366
4_1_cts               78            0.0187
5_1_grt               78           0.00141
6_report              78            0.0380
[placed cells by master (no fill, tap or decap)]
master           instances
ha_1                     4
dfrtp_1                  2
buf_4                    4
dlxtn_1                  2
o21ai_1                  1
a21oi_1                  1
a22oi_1                  1
clkdlybuf4s50_1          4
clkbuf_4                 3
a31oi_1                  2
clkdlybuf4s15_1          2
nor2_1                   2
inv_1                    4
[path summary, 6_finish.rpt]
path / end / slack (ns)
max: current_state[1] / 0.04
min: current_state[1]$_DFF_PN0_ / 0.14
max in group asynchronous: current_state[0]$_DFF_PN0_ / 0.75
min in group clk0: current_state[0] / 0.93
[logic make-up (layout without fill, tap and decap cells)]
family	count (synthesis)	count (layout)	synth area share [%]
simple gates	2	2	4.11
flops	2	2	27.4
compound gates	5	5	16.4
latches	2	2	16.4
fa+ha+maj	4	4	27.4
buf+inv	4	17	8.22
[final cells by class]
class                           instances  area, um^2  share of cell area (%)
Clock buffer                            3        22.5                    6.38
Multi-Input combinational cell         11        87.6                    24.8
Timing Repair Buffer                   10        90.1                    25.5
Tap cell                               46        57.6                    16.3
Inverter                                4        15.0                    4.26
Sequential cell                         4        80.1                    22.7
[what timing repair did]
action | CTS | global route
buffers inserted | 2 | 0
resized | 4 | 0
setup endpoints to repair | 2 | 0
No activity file was given, so power comes from the tool's default toggle rates.
