<file path="./design.v">
module button_sync (
  input   clk100_i,
  input   btn_i,
  output  btn_was_pressed
);
reg  [1:0] btn_start_sync;
always @( posedge clk100_i )
begin
  btn_start_sync[0] <= ~btn_i;
  btn_start_sync[1] <= btn_start_sync[0];
end
assign btn_was_pressed = ~btn_start_sync[1] & btn_start_sync[0];
endmodule
module fifo (
  input        clk100_i,
  input        rstn_i,
  input  [7:0] data_i,
  input        we_i,
  input        re_i,
  output reg [7:0] data_o,
  output       full_o,
  output       empty_o
);
localparam fifo_size =  4;  
integer i;
reg [7:0] mem [0 : fifo_size**2 - 1];
reg [fifo_size - 1 : 0] read_address;
reg [fifo_size - 1 : 0] write_address;
reg                     full_reg;
assign empty_o = (write_address == 0);
assign full_o  = full_reg;
always @( posedge clk100_i or negedge rstn_i ) begin
  if ( !rstn_i ) begin
    read_address <= 0;
    write_address <= 0;
    full_reg <= 0;
    for (i = 0; i < fifo_size**2; i = i + 1)
      mem[i] <= 0;
  end
  else if ( we_i && ~full_reg ) begin
    mem[write_address] <= data_i;
    if (write_address == fifo_size**2 - 1) begin
      full_reg <= 1'b1;
    end
    else write_address <= write_address + 1;
  end
  else if ( re_i && ~empty_o) begin
    data_o <= mem[0];
    for (i = 1; i < fifo_size**2; i = i + 1)
      mem[i-1] <= mem[i];
    write_address <= write_address - 1;
    full_reg <= 1'b0;
  end
end
endmodule
module fsm_with_fifo(
  input       clk100_i,
  input       rstn_i,
  input       btn_i,
  output      full_o,
  output  [7:0]    transmit_lane_o
);
localparam idle = 2'b00;
localparam load = 2'b01;
localparam transmit = 2'b10;
localparam w8_trans_to_compl =  2'b11;
reg  [1:0] state = 2'b00;
reg  [7:0] counter = 8'b0;
wire       btn_was_pressed;
wire [7:0] data_from_fifo_to_transmitter;
wire       fifo_is_empty;
wire       fifo_re;
wire       transmitter_is_busy;
wire       start_transaction;
always @(posedge clk100_i or negedge rstn_i) begin
  if ( !rstn_i ) begin
    state = 2'b00;
  end
  else begin    
  case (state)
    idle:
      if (fifo_is_empty | transmitter_is_busy)
        state <= idle;
      else 
        state <= load;
    load: state <= transmit;
    transmit: state <= idle;
  endcase
  end
end
assign fifo_re = (state == load);
assign start_transaction = (state == transmit);
always @(posedge clk100_i or negedge rstn_i) begin
  if ( !rstn_i ) begin
    counter <= 8'b0;
  end
  else if ( btn_was_pressed ) begin
    if (counter == 8'b1111_1111) counter <= 0;
    else counter <= counter + 1;
  end
end
button_sync bs1(
  .clk100_i        ( clk100_i               ),
  .btn_i           ( btn_i           ),
  .btn_was_pressed ( btn_was_pressed  )
);
fifo fifo_input_buffer(
  .clk100_i  (clk100_i),
  .rstn_i    (rstn_i),
  .we_i      (btn_was_pressed),
  .re_i      (fifo_re),
  .data_i    (counter),
  .data_o    (data_from_fifo_to_transmitter),
  .empty_o   (fifo_is_empty),
  .full_o    (full_o)
);
 transmitter my_transmitter(
  .clk100_i  (clk100_i),
  .rstn_i    (rstn_i),
  .start_i     (start_transaction),
  .busy      (transmitter_is_busy),
  .data_i      (data_from_fifo_to_transmitter),
  .tx        (transmit_lane_o)
 );
endmodule
module transmitter (
  input               clk100_i,
  input               rstn_i,
  input               start_i,
  input       [7:0]   data_i,
  output              busy,
  output reg  [7:0]   tx
);
reg [3:0] counter = 4'b0000;
reg device_running = 0;
assign busy = device_running;
always @( posedge clk100_i or negedge rstn_i ) begin
  if ( ~rstn_i ) begin
    tx                <= 0;
    counter           <= 0;
    device_running    <= 0;
  end
  else begin
    if ( start_i == 1'b1 && ~device_running ) begin
      counter        <= 1'b1;
      device_running <= 1'b1;
    end
    else if ( device_running && counter == 4'b1111 ) begin
      tx                <= data_i;
      counter           <= 0;
      device_running    <= 0;
    end
    else if ( device_running ) begin
      counter = counter + 1;
    end
  end
end
endmodule
</file>
<file path="./config.mk">
export PLATFORM = sky130hd
export DESIGN_NAME = fsm_with_fifo
export DESIGN_NICKNAME = fsm_with_fifo
export VERILOG_FILES = /design/flow/design.v
export SDC_FILE = /design/flow/constraint.sdc
export NUM_CORES = 4
export LEC_CHECK = 1
export CORE_UTILIZATION = 30
</file>
<file path="./run.sh">
#!/bin/bash
# OpenROAD 26Q1-2900-gdf79404cd8, Yosys 0.63+post, stock flow scripts
make -C /OpenROAD-flow-scripts/flow DESIGN_CONFIG=/design/flow/config.mk WORK_HOME=/design/flow/orfs finish
</file>
<file path="./constraint.sdc">
current_design fsm_with_fifo

set clk_period 8.1
set clk_io_pct 0.2

create_clock -name clk0 -period $clk_period [get_ports {clk100_i}]

set non_clock_inputs [all_inputs -no_clocks]
set_input_delay [expr $clk_period * $clk_io_pct] -clock clk0 $non_clock_inputs
set_output_delay [expr $clk_period * $clk_io_pct] -clock clk0 [all_outputs]
</file>
==> notes.md <==
• 0 — number of antenna repair diodes
• 3.50 ns — Arrival @ worst endpoint
• 2 — WP buf/inv
• 15.6 um — DR WL/cell
• 0.000171 V — Peak supply drop
• 13.6% — total global routing track utilization
• 738 — gate count after technology mapping
• register to register — type of the most critical hold path
• 3.30 mW — Design Power
• fifo_input_buffer.mem[5][5]$_DFFE_PN0P_ — endpoint of the worst setup timing path
• 3.15 ns — final critical path time including I/O delays and setup
• 5.17 — Vias/cell
• 0 — total gr overflow
• 160 um — y dimension of the die
• bs1.btn_start_sync[0]$_DFF_P_ — launch instance of the worst min-delay path
• register to register — start-to-end type of the worst setup path
• 4 — first-pass iteration count of the detailed router
• 9830 um — post-DP HPWL
• 1049 — number of non-filler instances in the completed layout
• 2 — maximum clock path buffer count
• 7 — R2R depth
• buf_4 — highest-delay cell along the critical path
• dfrtp_1, o22ai_1, nor2_1, a21oi_1, edfxtp_1 — Synth area leaders
• 5 — tally of yosys warning messages
• 11 — tally of buffers added on design ports
• dfrtp_1 — leading cell type by number of instances after synthesis
• 160 um — die outline width
• 0 — number of hold-repair buffers added at the cts stage
• 42.0% — Max transition margin
• fifo_input_buffer.write_address[0]$_DFFE_PN0P_ — launching instance or port of the critical path
• 0 — Final Max Slew Viols
• 128 — max FFs per register
• 346 — initial detailed-routing violation count
• 8340 sq um — cell area after layout
• 0 — CTS-repair resized insts
• 0 — number of max-capacitance violations reported
• 5427 — count of vias placed by the detailed router
• 0 — setup fix buffers added after clock tree synthesis
• 5172 — via count of the first global-routing pass
• 0 — count of final hold-check violations
• 0.06 ns — clock-pin slew on the worst setup and hold paths
• 55.9% — sequential fraction of the synthesis area
• 738 — cells in synth_stat.txt
• 25600 sq um — die area
• inv_1 -> ha_1 -> or3b_4 -> nand3_4 -> buf_4 -> o22ai_1 -> a21oi_2 — crit-path cells
• 79 — largest fanout on the critical path
• clkbuf_16 — Root Buffer Master
• 57 — number of standard-cell rows in the floorplan
• fifo_input_buffer.mem[5][5]$_DFFE_PN0P_ — critical register-to-register path endpoint
• 8.45 ns — required time worst endpoint
• 7760 sq um — cell area reported after detailed placement
• 0 — antenna violations before repair
• 17 — clock buffer count from CTS
• 7490 sq um — post-synthesis chip area from yosys
• 16400 um — Final Routed Wirelength
• 1017 — number of placed instances, taps included
• 10.1 sq um — mean area per synthesized cell
• 12 — Ports
• 0 ns — sum of negative setup slack
• 94.0% — share of flip-flops with an asynchronous set or reset
• 4.95 ns — slack of the worst reg-to-reg path
• 0.00823 ns — Fin Clk Skew
• built — TritonCTS clock tree
• 0.870 ns — slew of the pin with the lowest slew margin
• 0.810 — final weighted congestion of routability-driven global placement
• 7 — logic depth of the worst setup path including buffers
• register — Critical Path End Type
• 0 — number of design rule violations left after detail routing
• 0.78 ns — Critical Path Max Stage Delay
• 7490 sq um — cell area after technology mapping
• 166 — Post-synth regs
• 24400 sq um — area of the placeable core
• fifo_input_buffer.mem — Biggest register
• finished, final reports clean — run status
• 4 — H-tree depth
• 11.4% — area growth from synthesis to final layout
• fifo_input_buffer.write_address[0]$_DFFE_PN0P_ — origin of the critical flop-to-flop path
• 27400 um — wire length of the first global-routing pass
• 38.9% — share of the clock period used by the worst path
• false — unrepaired setup endpoints after global routing
• 13.0% — fraction of layout instances using a drive strength above 1
• 0.42 ns — clk latency of the worst-skew pair
• 396 nW/um^2 — power density of the placed cells
• 30.7% — share of the core filled by cells before placement
• 166 — clock sink count
• dfrtp_1 — top cell type by total area after synthesis
• register — Worst Setup Start Kind
• 0 — Final setup viols
• 52.1% — Area leader share
• 8 — count of library flops with an enable pin
• simple AND/OR/NAND/NOR gates — family of cells with the greatest summed delay on the critical path
• dfrtp_1, nor2_1, o22ai_1 — list of most frequent post-synthesis cells
• 44 — Distinct lib cells used
• 0 — remaining antenna violation count
• 3.42 nW — cell leakage power
• 318 MHz — Highest Clock Rate
• dfrtp_1 — most frequently used flop master after synthesis
• 88 — largest net degree at the start of global routing
• 31 — tool warnings
-- cell usage in the layout (no fill, tap or decap), types with 13 or more instances in the layout --
master,synthesis,final
a21oi_1,90,90
a21oi_2,27,27
and3_1,17,17
clkbuf_16,0,17
dfrtp_1,156,156
mux2_2,18,18
nand3_1,23,22
nor2_1,124,124
o21ai_0,13,13
o22ai_1,120,120
-- stage by stage --
stage	worst slack (ns)	hold WS (ns)	util [%]
after CTS	5.02	0.381	34.2
after global placement	5.05	0.362	31.8
after global routing	4.77	0.392	34.2
after detailed placement	5.03	0.367	31.8
final	4.95	0.382	34.2
after floorplan	5.86	0.347	-
-- logic make-up after synthesis --
logic type	synth area share, %
and+or+nand+nor	11.5
DFF	55.9
buffers and inverters	4.90
adders and majority gates	1.67
muxes	3.78
AOI/OAI and AO/OA	21.6
xor gates and xnor gates	0.702
-- how the worst min path moves through the flow --
| stage | slack [ns] | endpoint | depth (start not counted) |
|---|---|---|---|
| CTS | 0.38 | bs1.btn_start_sync[1]$_DFF_P_ | 0 |
| global route | 0.39 | bs1.btn_start_sync[1]$_DFF_P_ | 0 |
| finish | 0.38 | bs1.btn_start_sync[1]$_DFF_P_ | 0 |
-- power by group --
group / leakage (nW) / switching [mW] / internal [mW]
clock: 0.272 / 0.350 / 0.430
sequential: 1.89 / 0.249 / 1.21
combinational: 1.26 / 0.588 / 0.473
-- layout make-up --
| cell class | instances | area (sq um) |
|---|---|---|
| multi-input combinational | 497 | 2950 |
| sequential | 166 | 4180 |
| tap | 324 | 405 |
| inverter | 7 | 26.3 |
| timing repair buffer | 23 | 201 |
| fill | 2412 | 16100 |
| clock inverter | 15 | 148 |
| clock buffer | 17 | 425 |
-- metal layers --
metal	part of all wire (%)	vias to the layer above	routed length [um]	global-route usage [%]
met5	0	-	0	0
met4	1.3	0	215	1.77
met3	5.3	14	862	3.39
met2	45	128	7290	19.9
met1	49	2651	7990	21.4
li1	-	2634	-	-
Power is estimated from default activity; no workload was simulated.
