==> design.v <==
module button_sync (
  input   clk100_i,
  input   btn_i,
  output  btn_was_pressed
);
reg  [1:0] btn_start_sync;
always @( posedge clk100_i )
begin
  btn_start_sync[0] <= ~btn_i;
  btn_start_sync[1] <= btn_start_sync[0];
end
assign btn_was_pressed = ~btn_start_sync[1] & btn_start_sync[0];
endmodule
`timescale 1ns / 1ps
module decoder(
  input  [3:0] counter_i,
  output [6:0] hex_o
);
reg [6:0] decoder;
always @( * ) begin
  case ( counter_i )      
    4'd0    : decoder = 7'b100_0000;
    4'd1    : decoder = 7'b111_1001;
    4'd2    : decoder = 7'b010_0100;
    4'd3    : decoder = 7'b011_0000;
    4'd4    : decoder = 7'b001_1001;
    4'd5    : decoder = 7'b001_0010;
    4'd6    : decoder = 7'b000_0010;
    4'd7    : decoder = 7'b111_1000;
    4'd8    : decoder = 7'b000_0000;
    4'd9    : decoder = 7'b001_0000;
    default : decoder = 7'b000_0000;
  endcase
end
assign hex_o = decoder;
endmodule
module new_stopwatch(
  input        clk100_i,
  input        rstn_i,
  input        start_stop_i,
  output [6:0] hex0_o,
  output [6:0] hex1_o,
  output [6:0] hex2_o,
  output [6:0] hex3_o
);
reg         device_running      = 1'b0;
wire        btn_start_was_pressed;
always @( posedge clk100_i )
begin
  if ( btn_start_was_pressed )
    device_running <= ~device_running;
end
localparam PULSE_WIDTH = 4;
localparam PULSE_MAX = 4'd9;
reg [PULSE_WIDTH - 1:0] pulse_counter = 0;
button_sync bs1(
  .clk100_i        ( clk100_i               ),
  .btn_i           ( start_stop_i           ),
  .btn_was_pressed ( btn_start_was_pressed  )
);
wire  hundredths_of_second_passed = ( pulse_counter == PULSE_MAX );
always @( posedge clk100_i or negedge rstn_i ) begin
  if ( !rstn_i ) 
  begin
    pulse_counter <= 0;
  end
  else if ( device_running | hundredths_of_second_passed )
  begin
    if ( hundredths_of_second_passed )
      pulse_counter <= 0;
    else
      pulse_counter <= pulse_counter + 1;
  end
end
wire  tenths_of_second_passed;
wire  second_passed;
wire  ten_seconds_passed;
wire  hundred_seconds_passed;
wire  [3:0]  hund_counter;
wire  [3:0]  tth_counter;
wire  [3:0]  sec_counter;
wire  [3:0]  ten_counter;
s_counter hundredths_counter(
  .clk100_i             (clk100_i),
  .rstn_i               (rstn_i),
  .smallest_part_passed (hundredths_of_second_passed),
  .hex_o                (hex0_o),
  .biggest_part_passed  (tenths_of_second_passed),
  .counter_o (hund_counter)
);
s_counter tenths_counter(
  .clk100_i             (clk100_i),
  .rstn_i               (rstn_i),
  .smallest_part_passed (tenths_of_second_passed),
  .hex_o                (hex1_o),
  .biggest_part_passed  (second_passed),
  .counter_o (tth_counter)
);
s_counter seconds_counter(
  .clk100_i             (clk100_i),
  .rstn_i               (rstn_i),
  .smallest_part_passed (second_passed),
  .hex_o                (hex2_o),
  .biggest_part_passed  (ten_seconds_passed),
  .counter_o (sec_counter)
);
s_counter ten_seconds_counter(
  .clk100_i             (clk100_i),
  .rstn_i               (rstn_i),
  .smallest_part_passed (ten_seconds_passed),
  .hex_o                (hex3_o),
  .biggest_part_passed  (hundred_seconds_passed),
  .counter_o (ten_counter)
);
endmodule
module s_counter (
  input         clk100_i,
  input         rstn_i,
  input         smallest_part_passed,
  output [6:0]  hex_o,
  output        biggest_part_passed,
  output [3:0]  counter_o
);
localparam  COUNTER_MAX = 4'd9;
reg [3:0] counter = 4'd0;
assign  biggest_part_passed =
        ( ( counter == COUNTER_MAX ) & smallest_part_passed );
assign counter_o = counter;
always @( posedge clk100_i or negedge rstn_i ) begin
  if ( !rstn_i )
    counter <= 0;
  else if ( smallest_part_passed ) 
  begin
    if ( biggest_part_passed )
      counter <= 0;
    else
      counter <= counter + 1;
  end
end
decoder hex_dec (
  .counter_i ( counter ),
  .hex_o     ( hex_o   )
);
endmodule
==> run.sh <==
#!/bin/bash
# OpenROAD 26Q1-2900-gdf79404cd8, Yosys 0.63+post, stock flow scripts
make -C /OpenROAD-flow-scripts/flow DESIGN_CONFIG=/design/flow/config.mk WORK_HOME=/design/flow/orfs finish
==> config.mk <==
export PLATFORM = sky130hd
export DESIGN_NAME = new_stopwatch
export DESIGN_NICKNAME = new_stopwatch
export VERILOG_FILES = /design/flow/design.v
export SDC_FILE = /design/flow/constraint.sdc
export NUM_CORES = 4
export LEC_CHECK = 1
export CORE_UTILIZATION = 30
==> constraint.sdc <==
current_design new_stopwatch

set clk_period 3.6
set clk_io_pct 0.2

create_clock -name clk0 -period $clk_period [get_ports {clk100_i}]

set non_clock_inputs [all_inputs -no_clocks]
set_input_delay [expr $clk_period * $clk_io_pct] -clock clk0 $non_clock_inputs
set_output_delay [expr $clk_period * $clk_io_pct] -clock clk0 [all_outputs]
==> run summary <==
Setup crit end kind = output port
Post-Syn Instances = 205
global-route wire length before repair = 5460 um
status = finished, final reports clean
clk slew on worst S/H paths = 0.08 ns
r2r startpoint = pulse_counter[2]$_DFFE_PN0P_
Synth cell types = 36
core box area = 0.00551 sq mm
most frequent cells in the layout = clkdlybuf4s50_1, nand2_1, inv_1
LEAKAGE = 0.877 nW
drt first-iter violations = 50
Non-Filler Instances = 302
GRT Util Overall = 11.0%
relative slew slack = 61.1%
Area Overhead vs Synth = 22.7%
Tool Warnings = 40
Yosys chip area = 0.00170 sq mm
CP arrival = 1.90 ns
CTS max path bufs = 2
Final Max Tran Viols = 0
CTS tree = yes
CP Max Fanout = 6
fp_density = 30.9%
Synth Cell Area = 0.00170 sq mm
chip area = 0.00599 sq mm
RSZ-0062 raised after global routing = no
final setup fails = 0
post-synthesis sequential area ratio = 33.5%
Gate Area = 995 sq um
H-tree levels = 1
Layout Utilization = 38.0%
fill count = 563
FF-to-FF setup slack = 1.37 ns
Top cell excl fill/tap = clkdlybuf4s50_1
Worst Setup SP = hundredths_counter.counter[1]$_DFFE_PN0N_
yosys cell count = 205
Syn Area/Cell = 8.31 sq um
layout cells sized above 1 = 3.48%
synth warn = 4
endpoints failing hold = 0
Sink Count = 23
# rows = 27
Placer Congestion = 0.807
end of the worst register-to-register path = ten_seconds_counter.counter[2]$_DFFE_PN0N_
Synthesized registers = 23
Antenna Cells = 0
largest net degree at the start of global routing = 21
cts bufs inserted = 3
register area = 571 sq um
Pre-antenna DRT Iters = 4
Tcrit/Tclk final = 72.8%
R2R depth = 4
f_max = 381 MHz
Crit Path Class = register to output port
CP Launch Type = register
number of global-route vias before repair = 1207
Post-CTS Hold Buffers = 0
minimum clock period = 2.62 ns
post-route design area = 0.00209 sq mm
number of I/O pins = 31
cell count after placement = 298
drt wl/cell = 10.1 um
post-DP HPWL = 2250 um
worst path required time = 2.88 ns
# port buffers = 30
via count = 1400
Root Buffer = clkbuf_8
Max-cap violations = 0
Worst Tran Pin Value = 0.579 ns
Clock Skew = 0.00467 ns
Hold WC Path Type = register to register
DRT Wirelength = 3040 um
DP Area = 0.00205 sq mm
drt drc = 0
antenna-violating nets left = 0
die height = 77.4 um
clk ins delay skew pair = 0.26 ns
crit path capture = hex0_o[3]
Die Width = 77.4 um
post-cts resize count = 0
Via-to-Cell Ratio = 4.64
pwr/cell area = 367 mW/mm^2
initial antenna violation count = 0
post-CTS setup buffer count = 0
Setup TNS = 0 ns
maximum vdd drop = 272 uV
grt total ovfl = 0
==> cell usage after synthesis (all sizes together) <==
master	number	share of area, %
nand2	25	5.5
a21o	3	1.3
o21ai	19	5.6
o311ai	2	1.0
mux2i	6	3.5
or3	2	0.73
nor2b	1	0.37
o21bai	1	0.44
a21boi	1	0.44
nand2b	4	1.5
ha	19	14
buf	5	2.2
dfrtp	20	29
and4bb	1	0.73
xnor2	3	1.5
nand3	8	2.3
nor2	17	4.2
nand4bb	1	0.66
nand3b	3	2.1
edfxtp	1	1.8
dfxtp	2	2.3
or4	1	0.66
and3b	1	0.51
a22o	1	0.51
clkbuf	5	1.1
a21oi	15	4.4
a211oi	2	0.88
o22ai	4	1.5
nor3b	4	1.8
mux2	1	0.66
inv	22	4.8
o21a	1	0.44
nor3	4	1.2
==> registers in the layout, indices dropped and copies added (netlist names) <==
signal and count:
tenths_counter.counter 4, bs1.btn_start_sync 2, pulse_counter 4, ten_seconds_counter.counter 4, device_running 1, hundredths_counter.counter 4
seconds_counter.counter 4
==> where the power goes <==
| group | internal (mW) | switching, mW | leakage (nW) |
|---|---|---|---|
| Combinational | 0.161 | 0.103 | 0.558 |
| Clock | 0.0789 | 0.0784 | 0.0228 |
| Sequential | 0.293 | 0.0524 | 0.296 |
==> critical path, cell delays in order (launching register included) <==
cell,delay [ns]
dfrtp_1,0.45
inv_1,0.13
ha_1,0.27
nor2_1,0.08
a211oi_1,0.23
clkdlybuf4s50_1,0.49
==> stage by stage <==
stage                     hold WS (ns)  power (mW)  setup slack (ns)
after floorplan                  0.324       0.479              1.60
after global placement           0.330       0.613              1.26
after detailed placement         0.333       0.613              1.25
after CTS                        0.351       0.775             0.952
after global routing             0.361       0.829             0.804
final                            0.351       0.767             0.978
==> worst min path at each step <==
stage	from	endpoint	slack [ns]	cells after the start
6_report	bs1.btn_start_sync[0]$_DFF_P_	bs1.btn_start_sync[1]$_DFF_P_	0.35	0
5_1_grt	bs1.btn_start_sync[0]$_DFF_P_	bs1.btn_start_sync[1]$_DFF_P_	0.36	0
4_1_cts	bs1.btn_start_sync[0]$_DFF_P_	bs1.btn_start_sync[1]$_DFF_P_	0.35	0
==> layer usage <==
| metal | wire length [um] | share of wire [%] | GRT usage (%) | vias to the layer above |
|---|---|---|---|---|
| met4 | 9 | 0.30 | 0.377 | 0 |
| met1 | 1590 | 52 | 17.2 | 631 |
| met2 | 1360 | 45 | 16.9 | 20 |
| li1 | - | - | - | 747 |
| met5 | 0 | 0 | 0 | - |
| met3 | 91 | 3.0 | 1.91 | 2 |
==> kinds of logic after synthesis <==
logic type      synth area share [%]
compound gates                  16.5
xor+xnor                        1.54
fa+ha+maj                       14.0
buf+inv                         8.15
flops                           33.5
mux                             4.19
simple gates                    22.2
==> final cells by class <==
type | count | area share [%]
multi-input combinational | 150 | 47.6
sequential | 23 | 27.3
timing repair buffer | 31 | 14.7
tap | 72 | 4.31
inverter | 22 | 3.95
clock buffer | 4 | 2.15
Power and IR drop assume default switching activity.
